## design.v

```verilog
module dark(input clk,
			input rst,
			input start,
			input  [15:0] data,
			output [15:0] ANS,
			output [19:0] SRAM_ADDR,
			output        SRAM_WRITE,
			output o_finish
	);
	parameter IDLE=0;
	parameter WAIT=1;
	parameter PRE=2;
	parameter LOAD_R=3;
	parameter LOAD_G=4;
	parameter LOAD_B=5;
	parameter OUTPUT_0=6;
	parameter OUTPUT_1=7;
	parameter OUTPUT_ZERO=8;
	parameter MEMORY_OFFSET_INIT=500000;
	parameter MEMORY_OFFSET=500000+64*(320+64+63)+64;
	reg [15:0] ans, ans_nxt;
	reg [19:0] sram_addr;
	reg [19:0] sram_read_addr,sram_read_addr_nxt;
	reg [19:0] sram_write_addr,sram_write_addr_nxt;
	reg        sram_write; 
	reg [3:0] state, state_nxt;
	reg       finish;
	reg [20:0] h_count, h_count_nxt, v_count, v_count_nxt;
	reg [7:0] red, red_nxt;
	reg [7:0] green, green_nxt;
	reg [7:0] blue, blue_nxt;
	reg [7:0] red_green_min;
	reg [100:0] write_count,write_count_nxt;
	assign ANS=ans;
	assign SRAM_ADDR=sram_addr;
	assign SRAM_WRITE=sram_write;
	assign o_finish = finish;
	always@(*)
	begin
		case(state)
			IDLE:
			begin
				state_nxt=WAIT;
			end
			WAIT:
			begin
				if(start)
				begin
					state_nxt=OUTPUT_ZERO;
				end
				else
				begin
					state_nxt=WAIT;
				end			
			end
			PRE:
			begin
				state_nxt=LOAD_R;
			end
			LOAD_R:
			begin
				state_nxt=LOAD_G;
			end
			LOAD_G:
			begin
				state_nxt=LOAD_B;
			end
			LOAD_B:
			begin
				state_nxt=OUTPUT_0;
			end
			OUTPUT_0:
			begin
				if(h_count==64+320-1)
				begin
					state_nxt=OUTPUT_ZERO;
				end
				else
				begin
					state_nxt=PRE;
				end
			end
			OUTPUT_1:
			begin
				state_nxt=LOAD_R;
			end
			OUTPUT_ZERO:
			begin
				if(finish)
				begin
					state_nxt=IDLE;
				end
				else if( (v_count>64-1) && (v_count<64-1+480+1) && (h_count==63) )
				begin
					state_nxt=PRE;
				end
				else
				begin
					state_nxt=OUTPUT_ZERO;
				end
			end
			default:
			begin
				state_nxt=IDLE;
			end
		endcase
	end
	always@(posedge clk)
	begin
		if(rst)
		begin
			state<=0;
		end
		else
		begin
			state<=state_nxt;
		end
	end
	always@(*)
	begin
		h_count_nxt=h_count;
		red_nxt=red;
		green_nxt=green;
		blue_nxt=blue;
		ans_nxt=ans;
		sram_read_addr_nxt=sram_read_addr;
		sram_write_addr_nxt=sram_write_addr;
		sram_write=0;
		v_count_nxt=v_count;
		write_count_nxt=write_count;
		sram_addr=sram_read_addr;
		case(state)
			IDLE:
			begin
			end
			WAIT:
			begin
			end			
			PRE:
			begin
				sram_read_addr_nxt=sram_read_addr+1;
			end
			LOAD_R:
			begin
				red_nxt=data[7:0];
				sram_read_addr_nxt=sram_read_addr+1;
			end
			LOAD_G:
			begin
				green_nxt=data[7:0];
				sram_read_addr_nxt=sram_read_addr+1;
			end
			LOAD_B:
			begin
				blue_nxt=data[7:0];
				if(blue_nxt>red_green_min)
				begin
					ans_nxt={8'd0,red_green_min};
				end
				else
				begin
					ans_nxt={8'd0,blue_nxt};			
				end	
			end
			OUTPUT_0:
			begin
				sram_write=1;
				write_count_nxt=write_count+1;
				sram_write_addr_nxt=sram_write_addr+1;
				h_count_nxt=h_count+1;
				sram_addr=sram_write_addr;
			end
			OUTPUT_1:
			begin
			end
			OUTPUT_ZERO:
			begin
				sram_write=1;
				write_count_nxt=write_count+1;
				sram_write_addr_nxt=sram_write_addr+1;
				ans_nxt={ 8'd0, 8'd40};
				sram_addr=sram_write_addr;
				if(h_count==64+320+63-1)
				begin
					v_count_nxt=v_count+1;
					h_count_nxt=0;
				end
				else
				begin
					h_count_nxt=h_count+1;
				end
			end
			default:
			begin
				red_nxt=red;
			end
		endcase
		if (v_count>=64+480+63)
 		begin
			finish=1;
		end
		else
		begin
			finish=0;
		end
		if(red>green)
		begin
			red_green_min=green;
		end
		else
		begin
			red_green_min=red;
		end
	end
	always@(posedge clk)
	begin
		if(rst)
		begin
			h_count<=0;
			v_count<=0;
			red<=0;
			green<=0;
			sram_write_addr<=MEMORY_OFFSET_INIT;
			blue<=0;
			ans<=0;
			sram_read_addr<=0;
			write_count<=0;
		end
		else
		begin
			h_count<=h_count_nxt;
			v_count<=v_count_nxt;
			red<=red_nxt;
			green<=green_nxt;
			ans<=ans_nxt;
			sram_read_addr<=sram_read_addr_nxt;
			sram_write_addr<=sram_write_addr_nxt;
			blue<=blue_nxt;
			write_count<=write_count_nxt;
		end
	end	
endmodule
```

## run.sh

```bash
#!/bin/bash
# OpenROAD 26Q1-2900-gdf79404cd8, Yosys 0.63+post, stock flow scripts
make -C /OpenROAD-flow-scripts/flow DESIGN_CONFIG=/design/flow/config.mk WORK_HOME=/design/flow/orfs finish
```

## constraint.sdc

```tcl
current_design dark

set clk_period 5.2
set clk_io_pct 0.2

create_clock -name clk0 -period $clk_period [get_ports {clk}]

set non_clock_inputs [all_inputs -no_clocks]
set_input_delay [expr $clk_period * $clk_io_pct] -clock clk0 $non_clock_inputs
set_output_delay [expr $clk_period * $clk_io_pct] -clock clk0 [all_outputs]
```

## config.mk

```make
export PLATFORM = sky130hd
export DESIGN_NAME = dark
export DESIGN_NICKNAME = dark
export VERILOG_FILES = /design/flow/design.v
export SDC_FILE = /design/flow/constraint.sdc
export NUM_CORES = 4
export LEC_CHECK = 1
export CORE_UTILIZATION = 30
```

==> flow_summary.ini <==
; synthesis and place-and-route metrics
[synth]
post_synth.cell_area_avg_um2 = 8.37
synthesis.instances = 671
ys.flops = 114
ys_seq_frac = 0.406
yosys_area_um2 = 5620
ys_types = 55
synthFlopType = dfxtp_1
ys_async_sr_fraction = 0
yosysCellCount = 671
enable_flop_cells = 0
ys_warn_count = 1
synthesis.area_um2 = 5620

[global_route]
antenna_found_initial = 0
grtUsageTotal = 0.122
grt_max_degree = 53
grt_pass1_wl_mm = 19.4
grt_overflow = 0
grt_pass1_vias = 4142

[drt]
vias = 4447
antenna_left = 0
first_pass_iters = 20
wl_mm = 11.0
dr_wl_met2_mm = 4.67
detail_route.vias_per_cell = 4.69
route.detailed.drc = 0
routedWlPerCell_um = 11.6
drt-met1-wl_mm = 5.84
antenna_cells = 0
drt_iter0_drc = 211
wl_met3_um = 403
highest_layer = met4

[sta]
max_slew.worst_pin.slew_ps = 774
clock_skew_ps = 3.64
setup_tns_ps = 0
slew_violations = 0
setup_viol = 0
finalCritPeriodShare = 0.736
fin_crit_ps = 3830
max_freq_ghz = 0.261
final_hold_viol_count = 0
holdWs_ps = 438
relSlewSlack = 0.479
rsz0062_at_grt = false

[clock_tree]
cts_sinks = 114
clk_latency_ps = 400
clk_pin_slew_ps = 50
htree_levels = 4
cts_buffer_depth = 2
cts_buffers = 17
post_cts_buffers = 0
ctsResizeCount = 0
cts_root_buffer = clkbuf_16
postCtsHoldBufs = 0
cts_tree = yes

[critical_path]
arrival_ps = 4150
cp_cell_sequence = inv_1 > ha_1 > nor2b_1 > o211ai_1 > a21oi_1 > o22ai_2 > mux2i_1 > ha_1 > and3_1 > a221o_1 > a21o_1 > a21boi_0 > a22oi_1 > o21ai_0
crit_path_end_kind = register
r2r_cells = 14
cp.required_ps = 5520
crit_slowest_cell = a21boi_0
cp_slowest_stage_delay_ps = 630
start_kind = register
cp_max_fo = 8
cp_common_cell = ha_1
worst-setup-path-type = register to register

[floorplanning]
initial_core_util = 0.309
die_h_um = 139
core-area_um2 = 18100
io_pins = 57
die_area_um2 = 19300
rows = 49
die_w_um = 139

[cells_and_area]
syn_to_final_growth_pct = 19.7
final_util = 0.370
final_common_cell = dfxtp_1
drive_gt1_frac = 0.0639
fin_cells = 949
mostFrequentLayoutCells = 114 x dfxtp_1, 103 x nor2_1, 93 x nand2_1

[power_and_ir_drop]
peakVddDrop_uv = 157
leakage_nw = 2.53
finalPower_mw = 1.96
pwr_density_cell_nw_per_um2 = 292

[status]
status = completed

[place]
place_congestion = 0.850
dp_hpwl_mm = 7.57
portBuffers = 40
dp.cells = 920

[flow_run]
warnings = 34
max_cap_violations = 0

[min_path]
min_path_cells = 2
worstHoldPathType = register to register
==> routing by layer <==
metal / vias up / global-route usage
met3: 4 / 0.0253
met4: 0 / 0.0170
met1: 2034 / 0.185
met5: - / 0
li1: 2351 / -
met2: 58 / 0.186
==> sequential cells by signal (all words and copies together), names as in the netlist <==
signal and count:
h_count 21, green 8, state 8, red 8, sram_write_addr 20, v_count 21
ans 8, sram_read_addr 20
==> area by class of cell <==
class | instances | area [µm²]
Multi-Input combinational cell | 512 | 3130
Inverter | 21 | 78.8
Sequential cell | 114 | 2280
Tap cell | 229 | 287
Timing Repair Buffer | 44 | 425
Fill cell | 1797 | 11400
Clock inverter | 7 | 35.0
Clock buffer | 22 | 484
==> critical path: cells and delay by family (launching register included) <==
family                   cells  cell delay (ps)
AND-OR/OR-AND                8             2120
adder cells (fa/ha/maj)      2              560
flip-flops                   1              340
AND/OR/NAND/NOR              2              330
multiplexers                 1              320
buffers and inverters        1               60
==> path summary, 6_finish.rpt <==
kind                         endpoint  slack, ps                  start
hold / removal       state[5]$_DFF_P_        440       state[0]$_DFF_P_
hold reg to reg      state[5]$_DFF_P_        440       state[0]$_DFF_P_
setup reg to reg  ans[6]$_SDFFE_PP0P_       1370  green[1]$_SDFFE_PP0P_
setup / recovery  ans[6]$_SDFFE_PP0P_       1370  green[1]$_SDFFE_PP0P_
==> cells in the mapped netlist, drive strengths merged (2+ instances only) <==
library cell | instances | area (µm²)
a21o | 3 | 22.5
a21oi | 19 | 95.1
a22oi | 7 | 52.6
and3 | 12 | 76.3
and4 | 6 | 52.6
buf | 18 | 104
clkbuf | 13 | 48.8
dfxtp | 114 | 2280
ha | 21 | 263
inv | 21 | 78.8
mux2i | 26 | 260
nand2 | 93 | 349
nand2b | 8 | 50.1
nand3 | 30 | 155
nand4 | 22 | 153
nor2 | 104 | 393
nor2b | 7 | 43.8
nor3 | 19 | 116
nor4 | 4 | 40.0
o211ai | 2 | 15.0
o21ai | 18 | 90.1
o31ai | 3 | 22.5
or3 | 12 | 75.1
xnor2 | 23 | 201
xor2 | 45 | 394
==> power breakdown <==
group,switching [mW],total [mW],internal (mW)
Sequential,0.00514,0.885,0.880
Clock,0.367,1.01,0.643
Combinational,0.0389,0.0690,0.0301
==> stage by stage <==
stage	area, µm²	setup WS [ps]
after floorplan	5640	1950
after global placement	6200	1360
after detailed placement	6200	1390
after CTS	6720	1380
after global routing	6720	1090
final	6720	1370
==> cells by family (layout without fill, tap and decap cells) <==
| group | after synthesis | in the layout | share of synthesized area |
|---|---|---|---|
| and+or+nand+nor | 326 | 326 | 0.282 |
| adders and majority gates | 21 | 21 | 0.0468 |
| buffers and inverters | 52 | 94 | 0.0412 |
| other | 1 | 8 | 0.000668 |
| DFF | 114 | 114 | 0.406 |
| muxes | 26 | 26 | 0.0463 |
| xor gates and xnor gates | 68 | 68 | 0.106 |
| AOI/OAI and AO/OA | 63 | 63 | 0.0704 |
Power figures rest on the tool's default switching activity, not on a simulated workload.
